[/design/flow/design.v]
`timescale 1ns/100ps
module button_handler_up
#(
	parameter INVERT = 1
)
(
	input	wire	clock,
	input	wire	button_signal,
	output	wire	button_flag
);
reg [0:0] temp_1;
reg [0:0] temp_2;
always @(posedge clock)
begin
	temp_1 <= button_signal ^ INVERT;
	temp_2 <= temp_1; 
end
	assign button_flag = temp_2 & (~temp_1);
endmodule
module button_handler_down
#(
	parameter INVERT = 1
)
(
	input	[0:0]	clock,
	input	[0:0]	button_signal,
	output	[0:0]	button_flag
);
reg [0:0] temp_1;
reg [0:0] temp_2;
always @(posedge clock)
begin
	temp_1 <= button_signal ^ INVERT;
	temp_2 <= temp_1; 
end
	assign button_flag = (~temp_2) & temp_1;
endmodule
`timescale 1ns/100ps
module hex2digit_hex
#(
	parameter INVERT = 1
)
(
	input	wire	[3:0]	hex,
	output	wire	[6:0]	digit
);
	wire [6:0] temp;
	assign temp =  ({7{hex == 4'h0}} & 7'b1000000 |
					{7{hex == 4'h1}} & 7'b1111001 |
					{7{hex == 4'h2}} & 7'b0100100 |
					{7{hex == 4'h3}} & 7'b0110000 |
					{7{hex == 4'h4}} & 7'b0011001 |
					{7{hex == 4'h5}} & 7'b0010010 |
					{7{hex == 4'h6}} & 7'b0000010 |
					{7{hex == 4'h7}} & 7'b1111000 |
					{7{hex == 4'h8}} & 7'b0000000 |
					{7{hex == 4'h9}} & 7'b0010000 |
					{7{hex == 4'hA}} & 7'b0001000 |
					{7{hex == 4'hB}} & 7'b0000011 | 
					{7{hex == 4'hC}} & 7'b1000110 |
					{7{hex == 4'hD}} & 7'b0100001 | 
					{7{hex == 4'hE}} & 7'b0000110 |
					{7{hex == 4'hF}} & 7'b0001110);
	assign digit = (INVERT) ? temp : ~temp;
endmodule
module hex22digit_hex
#(
	parameter INVERT = 1
)
(
	input	wire	[7:0]	hex,
	output	wire	[6:0]	digit_0,
	output	wire	[6:0]	digit_1
);
hex2digit_hex 
#(
	.INVERT(INVERT)
) h_digit_0
(
	.hex(hex[3:0]),
	.digit(digit_0)
);
hex2digit_hex 
#(
	.INVERT(INVERT)
) h_digit_1
(
	.hex(hex[7:4]),
	.digit(digit_1)
);
endmodule
module hex2digit_dec
#(
	parameter INVERT = 1
)
(
	input	wire	[3:0]	hex,
	output	wire	[6:0]	digit
);
	wire [6:0] temp;
	assign temp =  ({7{hex == 4'd0}} & 7'b1000000 |
					{7{hex == 4'd1}} & 7'b1111001 |
					{7{hex == 4'd2}} & 7'b0100100 |
					{7{hex == 4'd3}} & 7'b0110000 |
					{7{hex == 4'd4}} & 7'b0011001 |
					{7{hex == 4'd5}} & 7'b0010010 |
					{7{hex == 4'd6}} & 7'b0000010 |
					{7{hex == 4'd7}} & 7'b1111000 |
					{7{hex == 4'd8}} & 7'b0000000 |
					{7{hex == 4'd9}} & 7'b0010000);
	assign digit = (INVERT) ? temp : ~temp;
endmodule
module hex22digit_dec
#(
	parameter INVERT = 1
)
(
	input	wire	[7:0]	hex,
	output	wire	[6:0]	digit_0,
	output	wire	[6:0]	digit_1
);
hex2digit_dec
#(
	.INVERT(INVERT)
) d_digit_0
(
	.hex(hex[3:0]),
	.digit(digit_0)
);
hex2digit_dec
#(
	.INVERT(INVERT)
) d_digit_1
(
	.hex(hex[7:4]),
	.digit(digit_1)
);
endmodule
`timescale 1ns/100ps
module sum_2digit_2_digit
(
	input	wire	clock,
	input	wire	reset,
	input	wire	button_sum,
	input	wire	[7:0]	switch_0,
	input	wire	[7:0]	switch_1,
	output	wire	[13:0]	digits_0,
	output	wire	[13:0]	digits_1,
	output	wire	[13:0]	digits_2,
	output	wire	overload
);
wire flag_sum;
button_handler_down handler_sum
(
	.clock(clock),
	.button_signal(button_sum),
	.button_flag(flag_sum)
);
reg [7:0] number_0;
reg [7:0] number_1;
reg [8:0] answer;
reg flag_overload;
always @(posedge clock)
begin
	number_0 <= switch_0;
	number_1 <= switch_1;
	if (!reset)
		answer = 9'b0;
	else
		answer <= (flag_sum) ? number_0 + number_1 : answer;
end
	assign overload = answer[8];
hex22digit_hex handler_digits_0
(
	.hex(number_0),
	.digit_0(digits_0[6:0]),
	.digit_1(digits_0[13:7])
);
hex22digit_hex handler_digits_1
(
	.hex(number_1),
	.digit_0(digits_1[6:0]),
	.digit_1(digits_1[13:7])
);
hex22digit_hex handler_answer
(
	.hex(answer[7:0]),
	.digit_0(digits_2[6:0]),
	.digit_1(digits_2[13:7])
);
endmodule
[/design/flow/run.sh]
#!/bin/bash
# OpenROAD 26Q1-2900-gdf79404cd8, Yosys 0.63+post, stock flow scripts
make -C /OpenROAD-flow-scripts/flow DESIGN_CONFIG=/design/flow/config.mk WORK_HOME=/design/flow/orfs finish
[/design/flow/config.mk]
export PLATFORM = sky130hd
export DESIGN_NAME = sum_2digit_2_digit
export DESIGN_NICKNAME = sum_2digit_2_digit
export VERILOG_FILES = /design/flow/design.v
export SDC_FILE = /design/flow/constraint.sdc
export NUM_CORES = 4
export LEC_CHECK = 1
export CORE_AREA = 10 10 112 112
export DIE_AREA = 0 0 122 122
[/design/flow/constraint.sdc]
current_design sum_2digit_2_digit

set clk_period 3.7
set clk_io_pct 0.2

create_clock -name clk0 -period $clk_period [get_ports {clock}]

set non_clock_inputs [all_inputs -no_clocks]
set_input_delay [expr $clk_period * $clk_io_pct] -clock clk0 $non_clock_inputs
set_output_delay [expr $clk_period * $clk_io_pct] -clock clk0 [all_outputs]
==> impl_metrics.ini <==
; physical design summary
[layout]
layout-drive-gt1-share_pct = 4.230
fill_cells = 1101
fin_util_pct = 27.58
area_delta_synth_final_pct = 33.20

[min_path]
hp-class = register to register

[synthesis]
yosys_warnings = 2
flop_cell = dfxtp_1
synth.distinct_cells = 46
synth.avg_cell_area_um2 = 7.279
edf_count = 0
muxShareOfSynthArea_pct = 3.662
logic_family = AND-OR/OR-AND gates
synth_flop_count = 27
synth_cells = 291
synthArstFlopShare_pct = 0
yosysSeqAreaShare_pct = 25.52
yosysChipArea_um2 = 2118
adder_share_pct = 5.670
synth-simple-area-share_pct = 23.39
yosys_cells = 291
compound_area_share_pct = 31.54
netlist_area_um2 = 2118
xor_area_share_pct = 2.481

[worst_setup_path]
crit_cells = 5
max_stage_delay_ns = 0.60
reg2reg_from = number_1[1]
path_max_fanout = 14
r2r_end = answer[7]
setup.worst_path.end_class = output pin
critPathLaunchType = register
cp.arrival_ns = 1.99
critical-path-top-delay-family = flip-flops
worst-path-buf-inv = 1
required_ns = 2.96
crit_path_end = digits_1[10]
crit_start = number_1[5]
path_cells = nor2b_1 > nand2_1 > nor3b_1 > a21oi_1 > clkdlybuf4s50_1
rr_worst_depth = 5
critPathKind = register to output pin
cp_slowest_cell = dfxtp_1
regToRegSetupSlack_ns = 1.84

[clock_network]
cts_tree = yes
cts_root_buffer = clkbuf_8
cts_hold_buffers = 0
clk_latency_ns = 0.28
post_cts.repair.setup_buffers = 0
clk_pin_slew_ns = 0.11
cts-resized-gates = 0
htreeDepth = 1
cts_buffers = 3
cts_sinks = 27
clockBufferDepth = 2

[placement]
hpwl_um = 4355
io_buffers = 61
gp_congestion = 0.8193

[floorplanning]
num_io_pins = 62
rows = 37
dieWidth_um = 122
core_um2 = 10230
die_area_um2 = 14880
initial_core_util_pct = 20.70
die_h_um = 122

[drt]
wl_per_cell_um = 11.75
drt_iter0_drc = 116
drt_wl_total_um = 5486
drtPass1Iterations = 4
drtAntennaViolNets = 0
via_per_inst = 4.448
vias = 2077
diodes = 0
drc = 0

[sta]
final_max_slew_viol_count = 0
finalClockPeriodUsage_pct = 73.89
min_period_ns = 2.734
relSlewSlack_pct = 67.41
tns_ns = 0
timing.final.hold_violations = 0
fmax_ghz = 0.3658
setup_viol = 0
tightest_slew_ns = 0.4882
fin_worst_skew_ns = 0.01349
rsz0062_at_grt = no

[global_routing]
gr-total-overflow = 0
antenna_found_initial = 0
grt_usage_pct = 6.996
grt_pass1_vias = 1784
grt_pass1_wl_um = 8811
grt_max_degree = 17

[job]
warnings = 25
drv_cap = 0

[power_and_ir_drop]
powerDensity_nw_per_um2 = 280.4
vdd_drop_max_uv = 132.9
leakagePower_nw = 1.080

[outcome]
status = finished, final reports clean
Yosys cell counts, types with 2 or more instances:
master	n	area (um^2)
a21boi_0	6	45.04
a21boi_1	2	15.01
a21o_1	8	60.06
a21oi_1	26	130.1
a21oi_2	2	17.52
and2_1	2	12.51
buf_2	20	100.1
clkbuf_1	4	15.01
dfxtp_1	27	540.5
ha_1	8	100.1
inv_1	10	37.54
mux2_2	2	22.52
mux2i_1	4	40.04
nand2_1	28	105.1
nand2b_1	13	81.33
nand3_1	9	45.04
nor2_1	27	101.4
nor2b_1	8	50.05
nor3_1	6	30.03
nor3b_1	2	15.01
o21ai_0	21	105.1
o21ai_1	12	60.06
o21bai_1	6	45.04
o22ai_1	3	18.77
o31a_1	4	35.03
o32ai_1	6	52.55
or2_0	2	12.51
xnor2_1	5	43.79
registers in the layout, summed over array words and instances (netlist names):
name                flops
number_1                8
handler_sum.temp_1      1
answer                  9
number_0                8
handler_sum.temp_2      1
how the worst min path moves through the flow:
stage,start,to,slack [ns],cells past startpoint
after CTS,handler_sum.temp_1,handler_sum.temp_2,0.38,0
after global routing,handler_sum.temp_1,handler_sum.temp_2,0.39,0
final,handler_sum.temp_1,handler_sum.temp_2,0.38,0
layout by cell type, fill, tap and decap left out, drive strengths merged, types with 4 or more instances in the layout:
| cell | n |
|---|---|
| clkdlybuf4s50 | 61 |
| o21ai | 33 |
| nand2 | 29 |
| a21oi | 28 |
| nor2 | 27 |
| dfxtp | 27 |
| nand2b | 13 |
| inv | 10 |
| nand3 | 10 |
| nor2b | 9 |
| a21o | 8 |
| ha | 8 |
| a21boi | 8 |
| o32ai | 6 |
| o21bai | 6 |
| nor3 | 6 |
| xnor2 | 5 |
| mux2i | 4 |
| o31a | 4 |
through the flow:
step / area (um^2) / power, mW / setup slack (ns) / hold WS (ns) / instances
2_1_floorplan: 2118 / 0.4931 / 2.013 / 0.3518 / 291
3_3_place_gp: 2773 / 0.6259 / 1.314 / 0.3737 / 463
3_5_place_dp: 2773 / 0.6263 / 1.278 / 0.3659 / 463
4_1_cts: 2821 / 0.8068 / 0.9415 / 0.3839 / 467
5_1_grt: 2821 / 0.8524 / 0.7919 / 0.3903 / 467
6_report: 2821 / 0.7912 / 0.9660 / 0.3780 / 467
cell families after synthesis:
family | count (synthesis)
compound gates | 105
xor+xnor | 6
fa+ha+maj | 9
buf+inv | 35
flops | 27
mux | 7
simple gates | 102
area by class of cell:
class	instances	area, um^2	share of cell area, %
sequential	27	540.5	19.16
tap	136	170.2	6.031
timing repair buffer	61	610.6	21.64
multi-input combinational	229	1414	50.11
inverter	10	37.54	1.330
clock inverter	1	7.507	0.2661
clock buffer	3	41.29	1.463
worst register-to-register path, delay by kind of cell, from the launching register on:
| kind | cells | cell delay (ns) |
|---|---|---|
| mux | 1 | 0.30 |
| compound gates | 3 | 0.50 |
| fa+ha+maj | 1 | 0.32 |
| flops | 1 | 0.64 |
where the power goes:
| part | switching [mW] | total, mW | leakage [nW] | internal [mW] |
|---|---|---|---|---|
| clock | 0.0983 | 0.175 | 0.0217 | 0.0765 |
| sequential | 0.0478 | 0.357 | 0.226 | 0.309 |
| combinational | 0.0936 | 0.260 | 0.832 | 0.166 |
metal layers:
layer | GRT usage (%) | vias to the layer above | wire (um)
met3 | 2.066 | 2 | 387
met5 | 0 | - | 0
met4 | 0.5216 | 0 | 23
li1 | - | 1100 | -
met2 | 11.00 | 44 | 2472
met1 | 9.696 | 931 | 2603
Power figures rest on the tool's default switching activity, not on a simulated workload.
