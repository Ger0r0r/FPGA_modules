**/design/flow/run.sh**
```bash
#!/bin/bash
# OpenROAD 26Q1-2900-gdf79404cd8, Yosys 0.63+post, stock flow scripts
make -C /OpenROAD-flow-scripts/flow DESIGN_CONFIG=/design/flow/config.mk WORK_HOME=/design/flow/orfs finish
```
**/design/flow/config.mk**
```make
export PLATFORM = sky130hd
export DESIGN_NAME = check_division_by_3
export DESIGN_NICKNAME = check_division_by_3
export VERILOG_FILES = /design/flow/design.v
export SDC_FILE = /design/flow/constraint.sdc
export NUM_CORES = 4
export LEC_CHECK = 1
export CORE_AREA = 10 10 74 74
export DIE_AREA = 0 0 84 84
```
**/design/flow/constraint.sdc**
```tcl
current_design check_division_by_3

set clk_period 7.7
set clk_io_pct 0.2

create_clock -name clk0 -period $clk_period

set non_clock_inputs [all_inputs -no_clocks]
set_input_delay [expr $clk_period * $clk_io_pct] -clock clk0 $non_clock_inputs
set_output_delay [expr $clk_period * $clk_io_pct] -clock clk0 [all_outputs]
```
**/design/flow/design.v**
```verilog
`timescale 1ns/100ps
module check_between
(
	input	[15:0]	number,
	output	[15:0]	answer
);
	assign answer = number[0]  + 
					number[2]  + 
					number[4]  + 
					number[6]  + 
					number[8]  +  
					number[10] + 
					number[12] + 
					number[14] +
					((number[1]  + 
					  number[3]  + 
					  number[5]  + 
					  number[7]  + 
					  number[9]  + 
					  number[11] + 
					  number[13] + 
					  number[15])<<1);
endmodule
module check_division_by_3
(
	input [15:0] number,
	output answer
);
wire [15:0] w_between1;
wire [15:0] w_between2;
wire [15:0] w_between3;
check_between check_1
(
	.number(number),
	.answer(w_between1)
);
check_between check_2
(
	.number(w_between1),
	.answer(w_between2)
);
check_between check_3
(
	.number(w_between2),
	.answer(w_between3)
);
	assign answer = ((w_between3 == 16'd0)  | 
					 (w_between3 == 16'd3));
endmodule
```
==> impl_metrics.tcl <==
# collected from the flow reports
set metrics [dict create \
    hold_viol_final 0 \
    drc 0 \
    ys_top_cells_by_area "ha_1 40%, fa_1 30%, inv_1 16%, xor2_1 3.1%, xnor2_1 2.1%" \
    logic_family "adder cells" \
    globalRouteMet1Util_pct 5.62 \
    nClkBuffers 0 \
    port_buffers 17 \
    drive_gt1_share_pct 36.2 \
    path_buffers 9 \
    critPathKind "in -> out" \
    mi_logic_area_um2 830 \
    hp-start "number[3]" \
    seq_area_um2 0 \
    grt_pass1_wl_mm 2.61 \
    dp_cells 176 \
    drt-initial-drc-count 6 \
    cpMaxStageDelayCell "fa_1" \
    netlist.area_leader.share_pct 39.6 \
    track_usage_pct 3.98 \
    core_area_mm2 0.00397 \
    tightest_slew_ns 0.229 \
    drt-total-wl_mm 1.34 \
    ant_nets 0 \
    setup_violations 1 \
    min_period_ns 9.60 \
    adder_share_pct 70.1 \
    synth_seq_share_pct 0 \
    slowest_delay_ns 0.51 \
    critical_path.most_common_cell "fa_1" \
    num_vias 657 \
    crit_path_max_fanout 3 \
    tool_warnings 43 \
    grt_pass1_vias 671 \
    grt_max_degree 4 \
    violations "negative setup slack" \
    layout.cells.non_filler 180 \
    synth_cell_types 15 \
    grt_util_met2_pct 6.76 \
    n_antenna_cell 0 \
    holdPathEnd "answer" \
    grt_remaining_overflow 0 \
    num_io_pins 17 \
    antenna_found_initial 0 \
    row_count 23 \
    max_freq_mhz 104 \
    slew_headroom_pct 84.7 \
    hold_buffers 0 \
    routed_via_density 3.65 \
    arrival_ns 8.06 \
    fill_cells 391 \
    ys_area_um2 853 \
    flop-count 0 \
    start_kind "primary input" \
    endpoint_kind "primary output" \
    hpwl_mm 1.26 \
    rsz0062_at_grt "yes" \
    die_y_um 84 \
    cp_top_family "adder cells" \
    hold_depth 12 \
    grt.met3_usage_pct 0.394 \
    synthesis.area_um2 853 \
    yosysTopAreaCell "ha_1" \
    hp-class "in -> out" \
    ys_sh_simple_pct 3.96 \
    synthCells 93 \
    ys_sh_aoi_pct 4.99 \
    required_ns 6.16 \
    xor_share_pct 5.13 \
    dieWidth_um 84 \
    dieArea_mm2 0.00706 \
    avgSynthCellArea_um2 9.18 \
    fp-utilization_pct 21.5 \
    drv_cap 0 \
    gr-max-usage-layer "met2" \
    mux_share_pct 0 \
    slew_viol_final 0 \
    fin_crit_sh_pct 125 \
    place_congestion 0.734 \
    firstDrtPassIters 2 \
    yosysCellCount 93 \
    fin_ws_ns -1.90 \
    wl_per_cell_um 7.47 \
    yosysWarningCount 0 \
    outcome "finished with violations" \
    area_growth_syn_to_layout_pct 57.3 \
]
through the flow:
| stage | TNS, ns | util (%) | hold WS [ns] | cell area (um^2) | setup WS [ns] |
|---|---|---|---|---|---|
| floorplan | -1.61 | - | 4.11 | 883 | -1.61 |
| global placement | -2.76 | 31.1 | 5.09 | 1240 | -2.76 |
| detailed placement | -2.78 | 31.1 | 5.08 | 1240 | -2.78 |
| CTS | -2.30 | 32.6 | 4.60 | 1290 | -2.30 |
| global route | -2.16 | 33.8 | 4.75 | 1340 | -2.16 |
| finish | -1.90 | 33.8 | 4.56 | 1340 | -1.90 |
metal layers:
layer	share of wire, %	vias to the layer above	routed length [um]
li1	-	348	-
met1	47	301	634
met2	50	8	670
met3	2.8	0	38
met4	0	0	0
met5	0	-	0
final cells by class:
cell class	instances	area share, %
Multi-Input combinational cell	57	61.8
Tap cell	50	4.66
Timing Repair Buffer	37	23.5
Inverter	36	10.1
cells in the mapped netlist (2+ instances only):
master	number
or2_1	2
ha_1	27
nor2b_1	2
inv_1	36
xor2_1	3
xnor2_1	2
fa_1	13
worst max-delay path by stage:
stage                      from      to  slack (ns)  cells past startpoint
after CTS             number[1]  answer       -2.30                     29
after global routing  number[3]  answer       -2.16                     29
final                 number[3]  answer       -1.90                     29
worst min-delay path, delay by kind of cell:
| kind | cells | cell delay, ns |
|---|---|---|
| AOI/OAI and AO/OA | 1 | 0.11 |
| xor gates and xnor gates | 2 | 0.23 |
| adders and majority gates | 5 | 0.69 |
| buffers and inverters | 3 | 0.32 |
| and+or+nand+nor | 1 | 0.13 |
kinds of logic (layout without fill, tap and decap cells):
kind of cell | after synthesis | after routing
buffers and inverters | 36 | 73
and+or+nand+nor | 6 | 6
xor gates and xnor gates | 5 | 5
AOI/OAI and AO/OA | 6 | 6
adders and majority gates | 40 | 40
cells in the final DEF, fill, tap and decap left out:
master / netlist / final
nor2b_1: 2 / 1
fa_2: 0 / 1
buf_4: 0 / 20
buf_6: 0 / 2
ha_2: 0 / 4
xnor2_2: 0 / 1
ha_1: 27 / 18
dlygate4sd2_1: 0 / 2
o21ai_1: 1 / 1
nor2b_4: 0 / 1
inv_2: 0 / 6
nand2_1: 1 / 1
a21o_1: 1 / 1
inv_1: 36 / 30
clkdlybuf4s50_1: 0 / 12
o21ai_4: 0 / 1
fa_1: 13 / 12
a21oi_2: 1 / 2
o211ai_1: 1 / 1
or2_4: 0 / 2
xnor2_1: 2 / 1
nor3_2: 0 / 1
buf_2: 0 / 1
ha_4: 0 / 5
xor2_1: 3 / 3
timing repair:
action,CTS,global route
setup endpoints to repair,1,1
setup buffers,2,2
gates resized,24,9
pin swaps,20,21
