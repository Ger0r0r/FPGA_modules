==> flow/design.v <==
`timescale 1ns/100ps
module button_handler_up
#(
	parameter INVERT = 1
)
(
	input	wire	clock,
	input	wire	button_signal,
	output	wire	button_flag
);
reg [0:0] temp_1;
reg [0:0] temp_2;
always @(posedge clock)
begin
	temp_1 <= button_signal ^ INVERT;
	temp_2 <= temp_1; 
end
	assign button_flag = temp_2 & (~temp_1);
endmodule
module button_handler_down
#(
	parameter INVERT = 1
)
(
	input	[0:0]	clock,
	input	[0:0]	button_signal,
	output	[0:0]	button_flag
);
reg [0:0] temp_1;
reg [0:0] temp_2;
always @(posedge clock)
begin
	temp_1 <= button_signal ^ INVERT;
	temp_2 <= temp_1; 
end
	assign button_flag = (~temp_2) & temp_1;
endmodule
`timescale 1ns/100ps
module hex2digit_hex
#(
	parameter INVERT = 1
)
(
	input	wire	[3:0]	hex,
	output	wire	[6:0]	digit
);
	wire [6:0] temp;
	assign temp =  ({7{hex == 4'h0}} & 7'b1000000 |
					{7{hex == 4'h1}} & 7'b1111001 |
					{7{hex == 4'h2}} & 7'b0100100 |
					{7{hex == 4'h3}} & 7'b0110000 |
					{7{hex == 4'h4}} & 7'b0011001 |
					{7{hex == 4'h5}} & 7'b0010010 |
					{7{hex == 4'h6}} & 7'b0000010 |
					{7{hex == 4'h7}} & 7'b1111000 |
					{7{hex == 4'h8}} & 7'b0000000 |
					{7{hex == 4'h9}} & 7'b0010000 |
					{7{hex == 4'hA}} & 7'b0001000 |
					{7{hex == 4'hB}} & 7'b0000011 | 
					{7{hex == 4'hC}} & 7'b1000110 |
					{7{hex == 4'hD}} & 7'b0100001 | 
					{7{hex == 4'hE}} & 7'b0000110 |
					{7{hex == 4'hF}} & 7'b0001110);
	assign digit = (INVERT) ? temp : ~temp;
endmodule
module hex22digit_hex
#(
	parameter INVERT = 1
)
(
	input	wire	[7:0]	hex,
	output	wire	[6:0]	digit_0,
	output	wire	[6:0]	digit_1
);
hex2digit_hex 
#(
	.INVERT(INVERT)
) h_digit_0
(
	.hex(hex[3:0]),
	.digit(digit_0)
);
hex2digit_hex 
#(
	.INVERT(INVERT)
) h_digit_1
(
	.hex(hex[7:4]),
	.digit(digit_1)
);
endmodule
module hex2digit_dec
#(
	parameter INVERT = 1
)
(
	input	wire	[3:0]	hex,
	output	wire	[6:0]	digit
);
	wire [6:0] temp;
	assign temp =  ({7{hex == 4'd0}} & 7'b1000000 |
					{7{hex == 4'd1}} & 7'b1111001 |
					{7{hex == 4'd2}} & 7'b0100100 |
					{7{hex == 4'd3}} & 7'b0110000 |
					{7{hex == 4'd4}} & 7'b0011001 |
					{7{hex == 4'd5}} & 7'b0010010 |
					{7{hex == 4'd6}} & 7'b0000010 |
					{7{hex == 4'd7}} & 7'b1111000 |
					{7{hex == 4'd8}} & 7'b0000000 |
					{7{hex == 4'd9}} & 7'b0010000);
	assign digit = (INVERT) ? temp : ~temp;
endmodule
module hex22digit_dec
#(
	parameter INVERT = 1
)
(
	input	wire	[7:0]	hex,
	output	wire	[6:0]	digit_0,
	output	wire	[6:0]	digit_1
);
hex2digit_dec
#(
	.INVERT(INVERT)
) d_digit_0
(
	.hex(hex[3:0]),
	.digit(digit_0)
);
hex2digit_dec
#(
	.INVERT(INVERT)
) d_digit_1
(
	.hex(hex[7:4]),
	.digit(digit_1)
);
endmodule
`timescale 1ns/100ps
module notations
(
	input	wire	clock,
	input	wire	reset,
	input	wire	calculate,
	input	wire	[7:0]	switchers,
	output	wire	overload,
	output	wire	[13:0]	dec_digits,
	output	wire	[13:0]	hex_digits,
	output	wire	[7:0]	led
);
wire flag;
reg [20:0] temp;
reg [7:0] display;
assign led = switchers;
assign overload = temp[20];
always @(posedge clock)
begin
	if (!reset)
	begin
		temp[20:0] <= 21'b0;
		display[7:0] <= 8'b0;
	end
	else
	begin
		if (flag)
		begin
			temp[7:0] <= switchers;
			display[7:0] <= switchers;
		end
		else
		begin
			if (temp[19:16] > 4'b0) temp[20] <= 1'b1;
			else 					temp[20] <= 1'b0;
			if (temp[7:0] != 8'b0) 
			begin
				if (temp[11:8] >= 4'b0101) temp[11:8] <= temp[11:8] + 4'b0011;
				if (temp[15:12] >= 4'b0101) temp[15:12] <= temp[15:12] + 4'b0011;
				if (temp[19:16] >= 4'b0101) temp[19:16] <= temp[19:16] + 4'b0011;
				temp[19:0] <= {temp[18:0], 1'b0};
			end
		end
	end
end
hex22digit_hex show_hex
(
	.hex(display),
	.digit_0(hex_digits[13:7]),
	.digit_1(hex_digits[6:0])
);
hex22digit_dec show_dec
(
	.hex(temp[15:8]),
	.digit_0(dec_digits[13:7]),
	.digit_1(dec_digits[6:0])
);
button_handler_down calculation
(
	.clock(clock),
	.button_signal(calculate),
	.button_flag(flag)
);
endmodule
==> flow/run.sh <==
#!/bin/bash
# OpenROAD 26Q1-2900-gdf79404cd8, Yosys 0.63+post, stock flow scripts
make -C /OpenROAD-flow-scripts/flow DESIGN_CONFIG=/design/flow/config.mk WORK_HOME=/design/flow/orfs finish
==> flow/config.mk <==
export PLATFORM = sky130hd
export DESIGN_NAME = notations
export DESIGN_NICKNAME = notations
export VERILOG_FILES = /design/flow/design.v
export SDC_FILE = /design/flow/constraint.sdc
export NUM_CORES = 4
export LEC_CHECK = 1
export CORE_UTILIZATION = 30
==> flow/constraint.sdc <==
current_design notations

set clk_period 3.0
set clk_io_pct 0.2

create_clock -name clk0 -period $clk_period [get_ports {clock}]

set non_clock_inputs [all_inputs -no_clocks]
set_input_delay [expr $clk_period * $clk_io_pct] -clock clk0 $non_clock_inputs
set_output_delay [expr $clk_period * $clk_io_pct] -clock clk0 [all_outputs]
==> Slide: Implementation Results <==
Key Metrics from the Run

Floorplan
  • Die Y: 79.3 µm
  • IO Pins: 48
  • Init Core Util: 31.8%
  • Core Area: 5640 µm²
  • Die ar.: 6290 µm²
  • Die extent in x: 79.3 µm
  • Row Count: 27

Synthesis
  • Synth unique cells: 41
  • Yosys stat area: 1790 µm²
  • Seq/Total Area, Yosys: 34.6%
  • Main synth FF type: dfxtp_1
  • Yosys cell count: 231
  • Flops after synth: 31
  • Top area contributor share: 34.6%
  • Post-synthesis cell count: 231
  • Synth async-reset ratio: 0%
  • Synth warn: 2
  • Synth area leaders: dfxtp_1, nand2_1, mux2i_1, a21boi_1, a21oi_1
  • Biggest area consumer among synthesized cells: dfxtp_1
  • Flip-flops with a built-in enable: 0
  • Mean Syn Cell Area: 7.76 µm²
  • Post-synthesis cell area: 1790 µm²

Setup path
  • CP Launch Point: display[2]
  • CP Capture Type: output port
  • Worst Path Arrival: 1.91 ns
  • CP required: 2.40 ns
  • Crit path launch type: flip-flop
  • Reg2reg start: calculation.temp_1
  • CP Class: reg -> out
  • Worst Path Max Fanout: 16

CTS
  • Gates resized, CTS repair: 0
  • Clock latency at the later pin of the worst-skew pair: 0.27 ns
  • Clk slew on worst S/H paths: 0.06 ns
  • CTS tree: built
  • Setup Buffers After CTS: 0
  • Sinks on Clock Net: 31
  • Num CTS Buffers: 5
  • H-tree Lvls: 2
  • Max clock buf depth: 2
  • Hold Buf Count CTS: 0
  • Clock Tree Root: clkbuf_8

Job
  • # Max-Cap Violations: 0
  • Tool Warnings: 25

Global routing
  • Met2 Track Usage GR: 18.6%
  • Overall Global Routing Usage: 11.7%
  • Vias in the first global route: 1,300
  • GRT overflow: 0
  • GRT busiest layer: met2
  • Met3 usage: 3.15%
  • Met1 Usage GRT: 16.5%
  • Initial antenna violation count: 0
  • First-pass GRT wire length: 5.81 mm
  • Pin count of the biggest net entering global routing: 31

Routing
  • Pre-antenna DRT Iters: 5
  • Drt drc: 0
  • Vias: 1,545
  • Final ANT Viol Nets: 0
  • Wire length per cell: 10.9 µm
  • Total wire length: 3.58 mm
  • First-iteration detailed-routing DRC count: 96
  • Via density: 4.71
  • Diodes inserted: 0

Timing
  • Final Slew Violations: 0
  • Min Tclk post-route: 2.51 ns
  • Cycle use final: 83.6%
  • Hold Fails Final Rpt: 0
  • Clock skew: 0.00207 ns
  • Slew @ Worst Pin: 0.843 ns
  • Max Clock Freq: 399 MHz
  • RSZ-0062 raised after global routing: false
  • Relative slew margins: 43.6%
  • Final setup TNS: 0 ns
  • Final setup violation count: 0

Power
  • Leakage: 0.810 nW
  • Sw Pwr: 0.000207 W
  • Logic pwr share: 16.7%
  • Part of the power in registers: 50.7%
  • Internal: 0.000672 W
  • Power Dens Cells: 386 nW/µm²
  • Maximum VDD drop: 181 µV
  • Clock Power Share: 32.7%
  • Sw Share: 23.6%

Placement
  • IO Port Bufs: 47
  • HPWL after DPL: 2.50 mm
  • Final GP Congestion: 0.744
  • Post-DP Area: 2210 µm²

Finish
  • Layout cells sized above 1: 4.69%
  • Area Growth Syn to Fin: 27.2%
  • Fillcell total: 570
  • Post-route cell area: 2280 µm²

Min path
  • Worst hold path class: reg -> reg
  • Hold Startpoint: calculation.temp_1

Status
  • Status: finished clean
-- cell usage after synthesis, types with 2 or more instances --
| cell | n |
|---|---|
| nor2b_1 | 3 |
| buf_4 | 8 |
| buf_2 | 9 |
| mux2i_1 | 12 |
| clkbuf_1 | 11 |
| nor3b_1 | 3 |
| and3_1 | 2 |
| a21boi_1 | 15 |
| nor3_1 | 8 |
| or2_0 | 2 |
| a21o_1 | 2 |
| a22o_1 | 2 |
| a21oi_1 | 16 |
| o21ai_1 | 5 |
| nand2_1 | 45 |
| o21ai_0 | 7 |
| nand2b_1 | 10 |
| xnor2_1 | 6 |
| dfxtp_1 | 31 |
| nand3_1 | 5 |
| inv_1 | 5 |
| nor2_1 | 4 |
| o22ai_1 | 2 |
-- registers in the layout, summed over array words and instances (netlist names) --
register and count:
calculation.temp_2 1, temp 21, calculation.temp_1 1, display 8
-- power groups by stage --
stage	combinational (W)	clock, W	sequential (W)
finish	0.000146	0.000287	0.000445
CTS	0.000148	0.000298	0.000445
global route	0.000163	0.000316	0.000448
-- layout make-up --
| class | count | area, µm² | area share [%] |
|---|---|---|---|
| multi-input combinational | 164 | 987 | 43.3 |
| inverter | 6 | 22.5 | 0.988 |
| timing repair buffer | 49 | 485 | 21.3 |
| clock buffer | 6 | 72.6 | 3.19 |
| sequential | 31 | 621 | 27.2 |
| tap | 72 | 90.1 | 3.95 |
-- layer usage --
metal  vias to the layer above  share of wire, %
met5                         -                 0
met4                         0              0.62
met3                         2               3.9
met2                        29                46
met1                       690                49
li1                        824                 -
-- layout by cell type, fill, tap and decap left out, drive strengths merged --
cell type / synthesis / routed
and3b: 1 / 1
o21ai: 12 / 12
a31oi: 1 / 1
mux2i: 12 / 12
nand4b: 1 / 1
nor3: 8 / 8
and3: 2 / 2
o41ai: 1 / 1
o31a: 1 / 1
dfxtp: 31 / 31
mux2: 1 / 1
buf: 19 / 2
or2: 4 / 4
a21oi: 16 / 16
clkdlybuf4s50: 0 / 47
nand2b: 10 / 10
nor3b: 3 / 3
nor4: 1 / 1
and2: 1 / 1
o32ai: 1 / 1
xnor2: 6 / 6
nand3b: 1 / 1
nor2: 4 / 4
a21boi: 16 / 16
a22o: 2 / 2
o22ai: 2 / 2
clkbuf: 11 / 6
o2bb2ai: 1 / 1
o21bai: 1 / 1
nor2b: 3 / 3
nand3: 5 / 5
inv: 6 / 6
a21o: 2 / 2
nand2: 45 / 45
-- critical path, cell delays in order, from the launching register on --
cell and delay, ns:
dfxtp_1 0.63, mux2_2 0.39, o22ai_1 0.14, clkdlybuf4s50_1 0.47
-- kinds of logic (layout without fill, tap and decap cells) --
kind of cell              after synthesis  in the layout  synth area share (%)
AOI/OAI and AO/OA                      56             56                  20.1
xor gates and xnor gates                6              6                  2.93
buffers and inverters                  36             61                  10.3
DFF                                    31             31                  34.6
muxes                                  13             13                  7.33
and+or+nand+nor                        89             89                  24.7
-- worst paths after layout --
kind,cells past startpoint,slack [ns],end
setup reg to reg,3,1.51,temp[15]
setup / recovery,3,0.49,hex_digits[13]
hold / removal,0,0.38,calculation.temp_2
hold reg to reg,0,0.38,calculation.temp_2
-- stage by stage --
stage	worst slack (ns)	instances	util (%)	power, W	hold WS, ns
floorplan	1.38	231	-	0.000540	0.345
global placement	0.791	322	39.1	0.000601	0.360
detailed placement	0.776	322	39.1	0.000602	0.368
global route	0.367	328	40.4	0.000927	0.381
CTS	0.475	328	40.4	0.000891	0.377
finish	0.492	328	40.4	0.000879	0.378
Power and IR drop assume default switching activity.
